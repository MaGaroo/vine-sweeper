### ./config.mk
export PLATFORM = sky130hd
export DESIGN_NAME = UART
export DESIGN_NICKNAME = UART
export VERILOG_FILES = /design/flow/design.v
export SDC_FILE = /design/flow/constraint.sdc
export NUM_CORES = 4
export LEC_CHECK = 1
export CORE_UTILIZATION = 30
### ./constraint.sdc
current_design UART

set clk_period 9.1
set clk_io_pct 0.2

create_clock -name clk0 -period $clk_period [get_ports {clock}]

set non_clock_inputs [all_inputs -no_clocks]
set_input_delay [expr $clk_period * $clk_io_pct] -clock clk0 $non_clock_inputs
set_output_delay [expr $clk_period * $clk_io_pct] -clock clk0 [all_outputs]
### ./run.sh
#!/bin/bash
# OpenROAD 26Q1-2900-gdf79404cd8, Yosys 0.63+post, stock flow scripts
make -C /OpenROAD-flow-scripts/flow DESIGN_CONFIG=/design/flow/config.mk WORK_HOME=/design/flow/orfs finish
### ./design.v
module Receive #(parameter clockperbit = 10) (rxdata, rxfinish, rx, clock, reset);
	parameter initialclockperbit = clockperbit * 3 / 2;
	input clock, reset, rx;
	output reg rxfinish;
	output reg [7:0] rxdata;
	integer remaining_clocks;
	reg [0:3] current_bit;
	reg ready;
	initial
	begin
		rxfinish <= 1'b0;
		rxdata <= 8'b0;
		ready <= 1'b1;
	end
	always @(posedge clock or posedge reset)
	begin
		if (reset)
		begin
			rxfinish <= 1'b0;
			rxdata <= 8'b0;
			ready <= 1'b1;
		end
		else if (~ready)
		begin
			if (remaining_clocks == 0)
			begin
				if (current_bit < 8)
				begin
					rxdata[current_bit] <= rx;
					rxfinish <= 1'b0;
				end
				else if (current_bit == 8)
				begin
					ready <= 1'b1;
					rxfinish <= 1'b1;
				end
				remaining_clocks <= clockperbit - 1;
				current_bit <= current_bit + 1;
			end
			else
			begin
				remaining_clocks <= remaining_clocks - 1;
				rxfinish <= 1'b0;
			end
		end
		else if (~rx)
		begin
			ready <= 1'b0;
			rxfinish <= 1'b0;
			remaining_clocks <= initialclockperbit - 1;
			current_bit <= 4'b0;
		end
		else
			rxfinish <= 1'b0;
	end
endmodule
module Transmit #(parameter clockperbit = 10)
(txdata, txdone, send, tx, reset, clock);
	parameter clockperbitminus = clockperbit - 1;
	input reset, clock;
	input [7:0] txdata;
	input send;
	output reg tx;
	output reg txdone;
	reg idle;
	reg [3:0] current_bit;
	integer remaining_clocks;
	initial
	begin
		idle <= 1'b1;
		tx <= 1'b1;
		txdone <= 1'b1;
	end
	always @(posedge reset or posedge clock)
	begin
		if (reset)
		begin
			idle <= 1'b1;
			tx <= 1'b1;
			txdone <= 1'b1;
		end
		else
			if (~idle) 
				if (remaining_clocks == 0)
				begin
					if (current_bit == 9)
					begin
						idle <= 1'b1;
						tx <= 1'b1;
					end
					else
					begin
						if (current_bit == 8) 
						begin
							txdone <= 1'b1;
							tx <= 1'b1;
							remaining_clocks <= 0;
						end
						else
						begin
							tx <= txdata[current_bit];
							remaining_clocks <= clockperbitminus;
						end
						current_bit <= current_bit + 1;
					end
				end
				else 
					remaining_clocks <= remaining_clocks - 1;
			else 
				if (send) 
				begin
					txdone <= 1'b0;
					idle <= 1'b0;
					current_bit <= 4'b0000;
					remaining_clocks <= clockperbitminus;
					tx <= 1'b0;
				end
	end
endmodule
module UART #(parameter clkperbit = 10)
(rx, send, clock, reset, tx, txdata, rxdata, rxfinish, txdone);
	input rx , clock, reset, send;
	input[7:0] txdata; 
	output tx, rxfinish, txdone; 
	output[7:0] rxdata; 
	Receive #(clkperbit) receiver  
		(.rxdata(rxdata),
		 .rxfinish(rxfinish),
		 .rx(rx), 
		 .clock(clock),
		 .reset(reset)
		);
	Transmit #(clkperbit) transmitter
		(.txdata(txdata),
		 .txdone(txdone),
		 .send(send),
		 .tx(tx),
		 .reset(reset),
		 .clock(clock)
		);
endmodule
==> flow_summary.rst <==
Implementation results
======================

.. list-table::
   :header-rows: 1

   * - Metric
     - Value
   * - Library cell with the largest summed area after synthesis
     - sky130_fd_sc_hd__edfxtp_1
   * - First-pass iteration count of the detailed router
     - 4
   * - Number of levels in the clock H-tree
     - 3
   * - Routability Congestion
     - 0.7875
   * - Number of sinks handled by clock tree synthesis
     - 85
   * - Final routed DRC violation total
     - 0
   * - Antenna diodes
     - 0
   * - Longest Clk Path Bufs
     - 2
   * - Max FO, Critical Path
     - 32
   * - Part of the Yosys area used for sequential elements
     - 52.46%
   * - Core ar.
     - 15310 µm²
   * - Placement Rows
     - 45
   * - Share of final-layout standard cells stronger than drive strength 1
     - 8.511%
   * - Clock transition time at the flip-flop clock pins of the worst setup and hold paths
     - 0.05 ns
   * - Unrepaired setup endpoints after global routing
     - no
   * - Remaining number of nets flagged by the antenna check after routing
     - 0
   * - Max cap viols
     - 0
   * - Via total after detailed routing
     - 3312
   * - Number of vias per cell
     - 4.863
   * - Yosys stat cell total
     - ~450
   * - Ratio of final minimum period to clock period
     - 37.21%
   * - Max frequency
     - 295.4 MHz
   * - Sw Pwr
     - 0.0001923 W
   * - Worst IR drop on VDD
     - 0.0001113 V
   * - Required @ worst endpoint
     - 9.08 ns
   * - Y dimension of the die
     - between 100 and 150 µm
   * - Synthesis area per yosys
     - 4751 µm²
   * - WS Path Type
     - input pin to register
   * - Global-route wire length before repair
     - 15.17 mm
   * - Cell count after synthesis
     - 447
   * - Cell Area, Synth
     - ~4800 µm²
   * - Cell with the biggest individual delay on the critical path
     - sky130_fd_sc_hd__clkdlybuf4s50_1
   * - Worst rel slew slack
     - 46.72%
   * - Filler cells
     - 1511
   * - Post-CTS Setup Repair Bufs
     - 0
   * - Unique cell type count in the Yosys netlist
     - 43
   * - Half-perimeter wire length after detailed placement
     - a little under 6 mm
   * - Tool warnings
     - 32
   * - Dominant register cell in the synthesized netlist
     - sky130_fd_sc_hd__edfxtp_1
   * - Die Width
     - 127.8 µm
   * - Status
     - finished clean
   * - Initial antenna violation count
     - 0
   * - Worst slew pin tran
     - 0.7993 ns
   * - Synthesis-stage register bit count
     - 85
   * - Chip area
     - 16340 µm²
   * - Proportion of power drawn by the clock network
     - 38.6%
   * - Root cell of the clock tree
     - sky130_fd_sc_hd__clkbuf_16
   * - Final tally of hold violations
     - 0
   * - Internal power consumption
     - around 0.00066 W
   * - TritonCTS clock tree
     - yes
   * - Data arrival, critical path
     - 3.37 ns
   * - Pwr per Cell Area
     - 156.6 nW/µm²
   * - Top logic cells by instance count in the layout
     - sky130_fd_sc_hd__edfxtp_1 (72), sky130_fd_sc_hd__nor2_1 (70), sky130_fd_sc_hd__xnor2_1 (41)
   * - Max-area cell share
     - 45.51%
   * - Post-synth tally of flip-flops with integrated enable
     - 72
   * - Flop pwr share
     - 54.9%
   * - Number of warnings printed during yosys synthesis
     - 2
   * - Number of I/O port buffers
     - 22
   * - Final wirelength
     - 8.915 mm
   * - Number of max-slew violations in the final report
     - 0
   * - Sum of overflow across all layers after global routing
     - 0
   * - Boundary pin count
     - 23
   * - Final setup vio count
     - 0
   * - Crit path max-delay family
     - buffers and inverters
   * - Series of cell instances along the critical path
     - clkdlybuf4s50_1 > inv_1 > nand2_1 > a21oi_2 > buf_4
   * - Fraction of the core area occupied by cells at floorplan
     - 31.02%
   * - Fraction of the core area covered by cells at the end of the flow
     - 35.55%
   * - Bufs and invs on worst path
     - 3
   * - Pleak
     - 1.753 nW
   * - Synth Area per Inst
     - approximately 11 µm²
   * - Average wire length per cell after detail routing
     - between 10 and 15 µm
   * - Sort of element at the end of the critical path
     - register
   * - Number of buffers added by the clock tree synthesis step
     - 9
   * - Area growth from synthesis to final layout
     - 14.59%
   * - Total global-route track usage
     - 11.87%
   * - Hold buffers post-CTS
     - 0
   * - Minimum clock period
     - 3.386 ns
   * - Clock tree skew after final layout
     - 0.008890 ns
   * - Leading cell type in the layout, fill and taps excluded
     - sky130_fd_sc_hd__edfxtp_1
   * - Total of cells resized after clock tree synthesis
     - 0
   * - Number of global-route vias before repair
     - 3174
   * - First-iteration detailed-routing DRC count
     - 172
   * - Top cells by area, synth
     - sky130_fd_sc_hd__edfxtp_1 (46%), sky130_fd_sc_hd__xnor2_1 (7.6%), sky130_fd_sc_hd__nor2_1 (5.5%)
   * - Largest net degree at the start of global routing
     - 34
   * - Final TNS setup
     - 0 ns
   * - Share of flip-flops with an asynchronous set or reset
     - approximately 15%
   * - Fraction of power spent switching nets
     - a little under a quarter
   * - Combinational cell fraction of total power
     - 6.5%
   * - Type of element launching the critical path
     - input pin
   * - Worst-skew pair later-pin latency
     - 0.33 ns
   * - Worst min-delay path class
     - register to register
   * - Slowest Stage Delay on Critical Path
     - ~0.48 ns
[synth_stat cells (2+ instances only)]
cell type and n:
sky130_fd_sc_hd__edfxtp_1 72, sky130_fd_sc_hd__nor2_1 70, sky130_fd_sc_hd__xnor2_1 41, sky130_fd_sc_hd__nor3_1 27, sky130_fd_sc_hd__nor4_1 26, sky130_fd_sc_hd__nand2_1 25
sky130_fd_sc_hd__or3_1 17, sky130_fd_sc_hd__xor2_1 16, sky130_fd_sc_hd__a21oi_1 15, sky130_fd_sc_hd__o21ai_0 13, sky130_fd_sc_hd__clkbuf_1 11, sky130_fd_sc_hd__ha_1 11
sky130_fd_sc_hd__inv_1 11, sky130_fd_sc_hd__dfrtp_1 9, sky130_fd_sc_hd__nand3_1 8, sky130_fd_sc_hd__nand2b_1 7, sky130_fd_sc_hd__nor2b_1 7, sky130_fd_sc_hd__o31ai_1 7
sky130_fd_sc_hd__nand4_1 6, sky130_fd_sc_hd__or4_1 6, sky130_fd_sc_hd__or2_2 5, sky130_fd_sc_hd__dfstp_2 4, sky130_fd_sc_hd__buf_2 3, sky130_fd_sc_hd__buf_4 3
sky130_fd_sc_hd__mux2i_1 3, sky130_fd_sc_hd__and2_1 2, sky130_fd_sc_hd__and3_1 2, sky130_fd_sc_hd__mux2_2 2, sky130_fd_sc_hd__mux4_2 2, sky130_fd_sc_hd__nand3b_1 2
sky130_fd_sc_hd__o21bai_1 2
[area by class of cell]
type	instances	area, µm²	share of cell area (%)
Sequential cell	85	2492	45.78
Multi-Input combinational cell	333	2135	39.21
Tap cell	211	264.0	4.849
Timing Repair Buffer	25	242.7	4.459
Clock buffer	10	229.0	4.206
Inverter	11	41.29	0.7584
Clock inverter	6	40.04	0.7355
[cells by family after synthesis]
kind of cell | synth area share, %
adders and majority gates | 2.897
muxes | 2.054
and+or+nand+nor | 24.10
buffers and inverters | 2.765
AOI/OAI and AO/OA | 5.214
DFF | 52.46
xor gates and xnor gates | 10.51
[through the flow]
step	hold slack [ns]	instances	worst slack [ns]	cell area [µm²]	total power (W)
6_report	0.5163	681	5.714	5444	0.0008526
5_1_grt	0.5716	681	5.504	5444	0.0008878
4_1_cts	0.5213	681	5.663	5444	0.0008638
3_5_place_dp	0.5091	665	5.317	5175	0.0005312
3_3_place_gp	0.4954	665	5.360	5175	0.0005291
2_1_floorplan	0.4416	447	4.858	4751	0.0005117
[final timing paths]
path,startpoint,slack [ns],cells after the start,end
worst max-delay path,reset,5.71,5,transmitter.remaining_clocks[20]$_SDFFCE_PP0P_
worst min-delay path,receiver.rxdata[6]$_DFFE_PP0P_,0.52,2,receiver.rxdata[6]$_DFFE_PP0P_
worst max register to register,receiver.remaining_clocks[7]$_SDFFCE_PP0P_,5.72,5,receiver.current_bit[2]$_SDFFCE_PP0P_
worst min register to register,receiver.rxdata[6]$_DFFE_PP0P_,0.52,2,receiver.rxdata[6]$_DFFE_PP0P_
max in group asynchronous,reset,6.81,2,receiver.ready$_DFF_PP1_
min in group asynchronous,reset,1.93,2,receiver.rxdata[0]$_DFFE_PP0P_
[layer usage]
layer	track usage, %	share of wire, %	wire [µm]
met1	17.91	49	4345
met2	18.25	44	3943
met3	3.614	6.4	572
met4	0.8997	0.59	53
met5	0	0	0
[worst register-to-register path: stages, from the launching register on]
cell                       delay (ns)
sky130_fd_sc_hd__edfxtp_1        0.43
sky130_fd_sc_hd__nor4_1          0.40
sky130_fd_sc_hd__nand4_1         0.58
sky130_fd_sc_hd__nor4_1          0.76
sky130_fd_sc_hd__or2_2           0.61
sky130_fd_sc_hd__and2_1          0.30
[power groups by stage]
stage	logic, W	clock network, W	registers, W
after CTS	0.0000559	0.000340	0.000468
after global routing	0.0000625	0.000354	0.000471
final	0.0000553	0.000329	0.000468
[flip-flops by register name (all words and copies together), names as in the netlist]
name                          cells
transmitter.remaining_clocks     32
transmitter.idle                  1
receiver.rxdata                   8
transmitter.txdone                1
transmitter.current_bit           4
receiver.ready                    1
receiver.rxfinish                 1
receiver.current_bit              4
receiver.remaining_clocks        32
transmitter.tx                    1
No activity file was given, so power comes from the tool's default toggle rates.
